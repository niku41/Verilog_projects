[flow/design.v]
`timescale 1ns / 1ps
module count_ones(input [7:0] in,
                    output [3:0] count
                    );
function [3:0] count_ones_function(input [7:0] inp);
    integer i;
    begin
    count_ones_function = 0;
        for(i=0;i<8;i=i+1) begin
            if(inp[i]==1'b1) begin
                count_ones_function=count_ones_function+1;
            end
        end
    end
endfunction
assign count = count_ones_function(in);
endmodule
[flow/run.sh]
#!/bin/bash
# OpenROAD 26Q1-2900-gdf79404cd8, Yosys 0.63+post, stock flow scripts
make -C /OpenROAD-flow-scripts/flow DESIGN_CONFIG=/design/flow/config.mk WORK_HOME=/design/flow/orfs finish
[flow/config.mk]
export PLATFORM = sky130hd
export DESIGN_NAME = count_ones
export DESIGN_NICKNAME = count_ones
export VERILOG_FILES = /design/flow/design.v
export SDC_FILE = /design/flow/constraint.sdc
export NUM_CORES = 4
export LEC_CHECK = 1
export CORE_AREA = 10 10 70 70
export DIE_AREA = 0 0 80 80
[flow/constraint.sdc]
current_design count_ones

set clk_period 4.9
set clk_io_pct 0.2

create_clock -name clk0 -period $clk_period

set non_clock_inputs [all_inputs -no_clocks]
set_input_delay [expr $clk_period * $clk_io_pct] -clock clk0 $non_clock_inputs
set_output_delay [expr $clk_period * $clk_io_pct] -clock clk0 [all_outputs]
==> results.txt <==
Static leakage = 0.546 nW
Crit path kind = in -> out
Multi-input gate area = 791 um2
Unrepaired setup endpoints after global routing = yes
Part of the Yosys area used for sequential elements = 0%
Weighted congestion at the end of routability-driven global placement = 0.880
Initial core utilization = 22.1%
Worst VDD drop = 0.0458 mV
Critical Path Fanout Max = 3
Result of the run = complete, but fails checks
Number of violations of the max-capacitance limit = 0
Simple-Gate Area Share = 24.2%
Required time reported for the critical path endpoint = 3.92 ns
Number of buffers inserted by port buffering = 12
Final setup fails = 2
Worst-case headroom to the max-slew limit = 78.4%
Int Power = 0.135 mW
Antenna fix cells = 0
Chip area line of the yosys report = 754 um2
Vias per cell = 4.34
And-or/or-and share of the synthesized area = 26.2%
Number of violations reported at the end of detailed-routing iteration 0 = 34
Share of cells above drive strength 1 = 45.2%
Signal arrival time at the worst endpoint = 3.94 ns
Final core occ = 35.9%
Synth-to-Final Area Change = 62.4%
# placed instances = 172
Max Clock Freq = 203 MHz
Cell with the largest stage delay on the worst path = ha_1
Commonest non-fill, non-tap cells in the layout = 31 x buf_4, 8 x xnor2_1, 7 x nand2_1, 6 x xor2_1, 6 x clkdlybuf4s50_1
Filler cell count = 334
Met3 routing resource usage after global routing = 0.682%
Worst hold slack after final layout = 2.77 ns
Cell mode on critical path = xor2_1
Post-layout period usage of the worst path = 100%
Number of hold buffers added after CTS = 0
Overflow left after global routing = 0
Met2 demand-to-capacity share in global routing = 9.79%
Switching Share = 41.9%
Xor and xnor area share after synthesis = 24.7%
Average cell area after synthesis = 7.86 um2
First-pass iteration count of the detailed router = 4
Transition time of the tightest slew-check pin = 0.322 ns
Largest net degree at the start of global routing = 15
Violated checks = setup timing
Power per cell area = 190 nW/um2
Number of pins exceeding their max-slew limit in the final report = 0
Yosys synthesis warning count = 1
Post-detailed-routing wire length = 1970 um
Routed length per placed instance = 10.9 um
Sum of internal, switching and leakage power = 0.232 mW
Total number of vias = 786
Cell area reported after detailed placement = 1060 um2
X dimension of the die = 80 um
Worst hold path startpoint = in[7]
GRT met1 Usage = 8.80%
Core Box Area = 3420 um2
Adder-Cell Fraction of Synth Area = 13.3%
Switching pwr = 0.0973 mW
Portion of total power attributed to combinational logic = 100.0%
Wire length of the first global-routing pass = 3390 um
Cell area after technology mapping = 754 um2
Relative contribution of sequential cells to total power = 0%
Number of antenna violations at the first check in global routing = 0
Mux frac, synth = 2.99%
Count of tool warnings = 37
Least setup slack across all paths after layout = -0.0223 ns
Number of placement rows = 21
Type of the most critical hold path = in -> out
Worst Setup End Kind = primary output
Post-Layout Inst Area = 1220 um2
Flop count = 0
Number of distinct library cell variants in the gate-level netlist after synthesis = 40
Reg area = 0 um2
Overall routing resource usage = 6.08%
# IOs = 12
Delay of the slowest cell on the worst path = 0.33 ns
Full die area = 6400 um2
Count of mapped cells out of synthesis = 96
Critical path cell sequence = buf_8 -> ha_4 -> and2b_1 -> a21oi_2 -> xor2_1 -> a21oi_1 -> ha_1 -> o211ai_1 -> a21o_1 -> a32oi_2 -> ha_2 -> xor2_1 -> or3_1 -> a21oi_2 -> o211a_1 -> xor2_1 -> buf_2
Clk network pwr share = 0%
Cell Count, Final, Fillers Out = 181
Launch point of the worst path = in[0]
Count of instantiated cells in the yosys netlist = 96
Critical Path Source Type = input pin
Count of final hold-check violations = 0
Minimum clock period = 4.92 ns
Number of global-route vias before repair = 808
Highest-count logic cell in the final layout = buf_4
Remaining design rule violation count = 0
Post-detailed-route count of antenna-violating nets = 0
Height of the chip = 80 um
Busiest metal layer after global routing = met2
Top non-seq family = AND-OR/OR-AND gates
Post-DP HPWL = 1490 um
Number of clock-tree buffers in the layout = 0
-- power groups by stage --
stage         Clock [mW]  Sequential, mW  Combinational [mW]
finish                 0               0               0.232
global route           0               0               0.259
CTS                    0               0               0.222
-- synth_stat cells, types with 2 or more instances --
master | number | area, um2
a21oi_1 | 6 | 30.0
nand2_1 | 8 | 30.0
o21ai_0 | 3 | 15.0
nor2b_1 | 3 | 18.8
buf_6 | 2 | 22.5
o32ai_1 | 2 | 17.5
mux2_2 | 2 | 22.5
o211ai_1 | 2 | 15.0
nand2b_1 | 3 | 18.8
xnor2_1 | 9 | 78.8
ha_1 | 8 | 100
nor2_1 | 4 | 15.0
o31ai_2 | 2 | 25.0
inv_1 | 6 | 22.5
a31o_1 | 2 | 17.5
nand3_1 | 4 | 20.0
xor2_1 | 6 | 52.6
buf_4 | 2 | 15.0
-- metrics by stage --
stage / setup TNS [ns] / worst slack, ns
final: -0.0265 / -0.0223
after CTS: -0.0997 / -0.0809
after detailed placement: -2.69 / -0.919
after floorplan: 0 / 0.158
after global routing: -0.535 / -0.217
after global placement: -2.57 / -0.898
-- worst max-delay path, delay by kind of cell --
family                   cells  cell delay (ns)
adder cells (fa/ha/maj)      3             0.70
AND-OR/OR-AND                7             1.08
XOR/XNOR                     3             0.48
buffers and inverters        2             0.21
AND/OR/NAND/NOR              2             0.49
-- cell type report --
type | instances | area share [%]
repair buffers | 44 | 28.9
inverters | 6 | 1.84
well taps | 46 | 4.70
multi-input cells | 85 | 64.6
-- per-layer routing --
| layer | vias to the layer above | wire length [um] |
|---|---|---|
| li1 | 426 | - |
| met1 | 352 | 1070 |
| met2 | 8 | 851 |
| met3 | 0 | 53 |
| met4 | 0 | 0 |
| met5 | - | 0 |
-- final timing paths --
kind | cells after the start | to
setup / recovery | 17 | count[3]
hold / removal | 3 | count[1]
-- logic make-up (layout without fill, tap and decap cells) --
| group | Yosys count | in the layout |
|---|---|---|
| adder cells (fa/ha/maj) | 8 | 8 |
| buffers and inverters | 11 | 50 |
| AND/OR/NAND/NOR | 32 | 32 |
| multiplexers | 2 | 2 |
| AND-OR/OR-AND | 25 | 25 |
| XOR/XNOR | 18 | 18 |
-- timing repair --
action / in CTS / in global routing
resized: 38 / 7
setup buffers: 6 / 3
pin swaps: 17 / 14
endpoints found under the setup margin: 3 / 3
Power is estimated from default activity; no workload was simulated.
